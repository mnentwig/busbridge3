[design/flow/run.sh]
#!/bin/bash
# OpenROAD 26Q1-2900-gdf79404cd8, Yosys 0.63+post, stock flow scripts
make -C /OpenROAD-flow-scripts/flow DESIGN_CONFIG=/design/flow/config.mk WORK_HOME=/design/flow/orfs finish
[design/flow/config.mk]
export PLATFORM = sky130hd
export DESIGN_NAME = busBridge3
export DESIGN_NICKNAME = busBridge3
export VERILOG_FILES = /design/flow/design.v
export SDC_FILE = /design/flow/constraint.sdc
export NUM_CORES = 4
export LEC_CHECK = 1
export CORE_UTILIZATION = 30
[design/flow/constraint.sdc]
current_design busBridge3

set clk_period 9.2
set clk_io_pct 0.2

create_clock -name clk0 -period $clk_period [get_ports {i_CLK}]

set non_clock_inputs [all_inputs -no_clocks]
set_input_delay [expr $clk_period * $clk_io_pct] -clock clk0 $non_clock_inputs
set_output_delay [expr $clk_period * $clk_io_pct] -clock clk0 [all_outputs]
[design/flow/design.v]
`default_nettype none
module jtagByteIf(i_dataTx, o_dataRx, o_tx, o_rx, o_sync, o_toggle);
   input wire [7:0] i_dataTx;
   output reg [7:0] o_dataRx 		= 8'dx;
   output reg 	    o_tx 		= 1'b0;
   output reg 	    o_rx 		= 1'b0;
   output reg 	    o_sync	 	= 1'b0;
   output reg 	    o_toggle	 	= 1'b0;
   parameter USER = 1;  
   wire 	    JTAGBSCANE2_CLK;
   wire 	    JTAGBSCANE2_CAPT;
   wire 	    JTAGBSCANE2_SHIFT;
   wire 	    JTAGBSCANE2_TDI;  
   wire 	    JTAGBSCANE2_TDO;   
   BSCANE2 #(.JTAG_CHAIN(USER)) iBSCANE2
     (.DRCK(    JTAGBSCANE2_CLK),
      .CAPTURE( JTAGBSCANE2_CAPT),
      .SHIFT(   JTAGBSCANE2_SHIFT),
      .TDI(     JTAGBSCANE2_TDI),
      .TDO(	JTAGBSCANE2_TDO),
      .UPDATE(),
      .RESET(),
      .RUNTEST(),
      .SEL(),
      .TCK(),
      .TMS());
   reg [7:0] 	    shifterTx = 8'd0;
   reg [7:0] 	    shifterRx = 8'd0;
   reg [2:0] 	    bitCount = 3'd0;   
   wire [7:0] 	    nextShifterRx = {JTAGBSCANE2_TDI, shifterRx[7:1]};
   wire [7:0] 	    nextShifterTx = {1'b0, shifterTx[7:1]};
   always @(posedge JTAGBSCANE2_CLK) begin
      shifterRx 	<= nextShifterRx;
      shifterTx 	<= nextShifterTx;  
      if (JTAGBSCANE2_CAPT) begin
	 bitCount 	<= 3'd0;
	 shifterTx 	<= i_dataTx;
	 o_tx	 	<= 1'b1;
	 o_rx		<= 1'b0;
	 o_sync		<= 1'b1;
	 o_toggle	<= ~o_toggle;	 
      end else if (JTAGBSCANE2_SHIFT) begin
	 bitCount <= bitCount + 3'd1;	 
	 if (bitCount == 3'd7) begin
	    shifterTx 	<= i_dataTx;
	    o_dataRx 	<= nextShifterRx;
	    o_tx 	<= 1'b1;
	    o_rx	<= 1'b1;
	    o_sync 	<= 1'b0;
	    o_toggle	<= ~o_toggle;	 
	 end
      end
   end   
   assign JTAGBSCANE2_TDO = shifterTx[0];
endmodule
module busBridge3
  (i_CLK,
   i_dataRx,
   i_strobeRx,
   o_dataTx,
   i_strobeTx,
   i_strobeSync,
   o_busAddr,
   o_busData,
   i_busData,
   o_busWe,
   o_busRe,
   i_busAck  
   );
   input wire   i_CLK;      
   input wire [7:0] i_dataRx;
   input wire 	    i_strobeRx;  
   output wire [7:0] o_dataTx;
   input wire 	     i_strobeTx;  
   input wire 	     i_strobeSync;
   output reg [31:0] o_busAddr = 32'd0;
   output reg [31:0] o_busData;
   input wire [31:0] i_busData;
   output reg 	     o_busWe = 1'b0;   
   output reg 	     o_busRe = 1'b0;
   input wire 	     i_busAck;
   localparam STROBE_TX_DELAY = 32'd2;  
   reg 		     pendingRead = 1'b0;
   reg [15:0] 	     readMargin = 16'hFFFF;
   reg [15:0] 	     readMarginMin = 16'hFFFF;
   reg [31:0] 	     shiftIn = 32'd0;
   wire [31:0] 	     nextShiftIn = {i_dataRx, shiftIn[31:8]};
   reg [31:0] 	     shiftOut = 32'd0;
   wire [31:0] 	     nextShiftOut = {8'd0, shiftOut[31:8]};
   assign o_dataTx = shiftOut[7:0];
   localparam STATE_IDLE = 8'd0;
   localparam STATE_ADDRINC = 8'd1;
   localparam STATE_WORDWIDTH = 8'd2;
   localparam STATE_NWORDS = 8'd3;
   localparam STATE_ADDRWRITE = 8'd4;
   localparam STATE_WRITE = 8'd5;
   localparam STATE_ADDRREAD = 8'd6;
   localparam STATE_READ = 8'd7;
   localparam STATE_MARGIN = 8'd8;
   reg [1:0] 	     nRemMinusOne = 2'd0;
   reg [7:0] 	     state = STATE_IDLE;
   reg [31:0] 	     addr = 32'dx;
   reg [7:0] 	     config_addrInc = 8'd1;
   reg [1:0] 	     config_wordwidthMinusOne = 2'd3;
   reg [15:0] 	     config_nWordsMinusOne = 16'd0;
   reg [15:0] 	     countNWords = 16'd0;
   task doRead(input [31:0] newAddr, input[15:0] paramCountMinusOne);
      begin
	 o_busRe <= 1'b1;
	 o_busAddr <= newAddr;
	 pendingRead <= 1'b1;
	 addr <= newAddr + {24'd0, config_addrInc};
	 readMargin <= 16'd0;	 
	 if (paramCountMinusOne == 16'd0) begin
	    state <= STATE_IDLE;
	    nRemMinusOne <= 2'd0;		 
	    countNWords <= 16'dx;		 
	 end else begin
	    countNWords <= paramCountMinusOne - 16'd1;
	    state <= STATE_READ;
	    nRemMinusOne <= config_wordwidthMinusOne;		 
	 end
      end
   endtask   
   always @(posedge i_CLK) begin
      o_busWe <= 1'b0;
      o_busRe <= 1'b0;      
      o_busAddr <= 32'bx;      
      o_busData <= 32'bx;      
      readMargin <= (readMargin == 16'hFFFF) ? readMargin : readMargin + 16'd1;
      if (i_strobeTx) begin
	 shiftOut 	<= nextShiftOut;
	 if (pendingRead)
	   readMarginMin <= 16'd0;  
	 else
	   readMarginMin <= readMargin < readMarginMin ? readMargin : readMarginMin;  
      end
      if (i_busAck & pendingRead) begin
	 shiftOut <= i_busData;
	 pendingRead <= 1'b0;
	 readMargin <= 16'd0;
      end
      if (i_strobeRx) begin
	 shiftIn <= nextShiftIn;
	 nRemMinusOne <= nRemMinusOne - 2'd1;
	 if (nRemMinusOne == 2'd0) begin
	    case (state)
	      STATE_IDLE: begin
		 case (i_dataRx)
		   STATE_ADDRWRITE: begin
		      state <= i_dataRx; 
		      nRemMinusOne <= 2'd3;
		   end
		   STATE_WRITE: begin
		      state <= i_dataRx;
		      countNWords <= config_nWordsMinusOne;
		      nRemMinusOne <= config_wordwidthMinusOne;      
		   end
		   STATE_ADDRREAD: begin
		      state <= i_dataRx; 
		      nRemMinusOne <= 2'd3;
		   end
		   STATE_ADDRINC: begin
		      state <= i_dataRx; 
		      nRemMinusOne <= 2'd0;
		   end
		   STATE_WORDWIDTH: begin 
		      state <= i_dataRx; 
		      nRemMinusOne <= 2'd0;
		   end
		   STATE_NWORDS: begin 
		      state <= i_dataRx; 
		      nRemMinusOne <= 2'd1;
		   end
		   STATE_READ: begin
		      doRead(addr, config_nWordsMinusOne);
		   end
		   STATE_MARGIN: begin
		      state <= i_dataRx; 
		      nRemMinusOne <= 2'd0;
		      if (pendingRead) begin
			 shiftOut <= 16'd0;
			 pendingRead <= 1'b0;
		      end else begin
			 shiftOut <= (readMarginMin < STROBE_TX_DELAY) ? 32'd0 : readMarginMin - STROBE_TX_DELAY;
		      end
		      readMarginMin <= 16'hFFFF;
		   end
		   default: begin 
		      state <= STATE_IDLE;
		      nRemMinusOne <= 2'd0;
		      readMargin <= 16'dx;		      
		   end
		 endcase
	      end
	      STATE_ADDRWRITE: begin 
		 addr <= nextShiftIn;
		 state <= STATE_WRITE;
		 countNWords <= config_nWordsMinusOne;
		 nRemMinusOne <= config_wordwidthMinusOne;      
	      end
	      STATE_ADDRREAD: begin
		 doRead(nextShiftIn, config_nWordsMinusOne);
	      end
	      STATE_ADDRINC: begin 
		 config_addrInc <= nextShiftIn[31:24];
		 state <= STATE_IDLE;
		 nRemMinusOne <= 2'd0;
	      end
	      STATE_WORDWIDTH: begin
		 config_wordwidthMinusOne <= nextShiftIn[31:24];
		 state <= STATE_IDLE;
		 nRemMinusOne <= 2'd0;
	      end
	      STATE_NWORDS: begin
		 config_nWordsMinusOne <= nextShiftIn[31:16];
		 state <= STATE_IDLE;
		 nRemMinusOne <= 2'd0;
	      end
	      STATE_WRITE: begin
		 o_busWe <= 1'b1;
		 o_busAddr <= addr;		 
		 case (config_wordwidthMinusOne)
		   2'd0: o_busData <= {24'd0, nextShiftIn[31:24]};		   
		   2'd1: o_busData <= {16'd0, nextShiftIn[31:16]};
		   2'd2: o_busData <= {8'd0, nextShiftIn[31:8]};
		   2'd3: o_busData <= nextShiftIn;
		 endcase
		 addr <= addr + {24'd0, config_addrInc};
		 if (countNWords == 16'd0) begin
		    state <= STATE_IDLE;
		    nRemMinusOne <= 2'd0;		 
		    countNWords <= 16'dx;		 
		 end else begin
		    countNWords <= countNWords - 16'd1;
		    nRemMinusOne <= config_wordwidthMinusOne;		 
		 end
	      end
	      STATE_READ: begin
		 doRead(addr, countNWords);
	      end
	      STATE_MARGIN: begin
		 state <= STATE_IDLE;
		 nRemMinusOne <= 2'd0;		 	      
	      end
	      default: begin
		 state <= STATE_IDLE;
		 nRemMinusOne <= 2'd0;		 	      
	      end
	    endcase
	 end  
      end  
      if (i_strobeSync) begin
	 state <= STATE_IDLE;
	 nRemMinusOne <= 2'd0;
	 pendingRead <= 1'b0;	 
      end
   end   
endmodule
module toggleDet(i_clk, i_toggle, o_strobe);
   input wire i_clk;
   input wire i_toggle;
   output wire o_strobe;
   (* ASYNC_REG = "TRUE" *)reg 	      t1 = 1'b0;
   (* ASYNC_REG = "TRUE" *)reg 	      t2 = 1'b0;
   reg 	       t3 = 1'b0;
   always @(posedge i_clk) begin
      t1 <= i_toggle;
      t2 <= t1;
      t3 <= t2;
   end
   assign o_strobe = t2 ^ t3;
endmodule
module testmem(i_clk, i_addr, o_ack, i_we, i_data, i_re, o_data);
   parameter ADDRVAL = 32'h00000000;
   localparam ADDRMASK = ~32'h00003FFF;
   input wire i_clk;
   input wire [31:0] i_addr;   
   output reg 	     o_ack = 1'b0;
   input wire 	     i_we;
   input wire [31:0] i_data;   
   input wire 	     i_re;
   output reg [31:0] o_data = 32'd0;
   reg [31:0] 	     memmodel[16383:0];
   reg [31:0] 	     data3 = 32'dx;
   reg [31:0] 	     data2 = 32'dx;
   reg [31:0] 	     data1 = 32'dx;
   reg 		     ack3 = 1'b0;
   reg 		     ack2 = 1'b0;
   reg 		     ack1 = 1'b0;
   reg 		     we2 = 1'b0;
   reg 		     re2 = 1'b0;
   reg [31:0] 	     addr2 = 32'dx;
   reg [31:0] 	     inData2 = 32'dx;
   wire 	     ce2 = (addr2 & ADDRMASK) == ADDRVAL;
   always @(posedge i_clk) begin
      we2 <= i_we;
      re2 <= i_re;
      addr2 <= i_addr;
      inData2 <= i_data;
      if (we2 & ce2)
	memmodel[addr2] <= inData2;
      if (re2 & ce2)
	data2 <= memmodel[addr2];
      else
	data2 <= 32'dx;
      ack2 <= re2 & ce2;
      data1 <= data2;      
      ack1 <= ack2;      
      o_data  <= data1;
      o_ack  <= ack1;
   end         
endmodule
module USER2demo(input wire clk);
   reg [7:0] 	    dataTx = 8'd0;
   wire [7:0] 	    dataRx;
   wire 	    rxStrobeJtagClk;
   wire 	    txStrobeJtagClk;
   wire 	    syncStrobeJtagClk;
   wire 	    evtToggleJtagClk;
   jtagByteIf #(.USER(2)) ifUserDemo (.i_dataTx(dataTx), .o_dataRx(dataRx), .o_tx(txStrobeJtagClk), .o_rx(rxStrobeJtagClk), .o_sync(syncStrobeJtagClk), .o_toggle(evtToggleJtagClk));
   wire 	    evt;
   toggleDet iTd1(.i_clk(clk), .i_toggle(evtToggleJtagClk), .o_strobe(evt));  
   wire 	    rxStrobe 		= evt & rxStrobeJtagClk;
   wire 	    txStrobe 		= evt & txStrobeJtagClk;
   wire 	    syncStrobe		= evt & syncStrobeJtagClk;
   reg [7:0] 	    app1 = 8'hxx;
   reg [7:0] 	    app2 = 8'hxx;
   reg [7:0] 	    app3 = 8'hxx;
   always @(posedge clk) begin
      app3 <= ~app2;  
      app2 <= app1;
      if (rxStrobe)  
	app1 <= dataRx;
      if (txStrobe)  
	dataTx <= app3;      
      if (syncStrobe) begin  
	 dataTx <= 8'hA5; 
	 app1 <= 8'hA5;	  
      end
   end
endmodule
module top();   
   wire 	    LED;  
   wire 	    clk;  
   STARTUPE2 iStartupE2(.USRCCLKO(1'b0), .USRCCLKTS(1'b0), .USRDONEO(LED), .USRDONETS(1'b0), .CFGMCLK(clk));
   USER2demo iUser2demo(.clk(clk));
   wire [7:0] 	    dataTx;
   wire [7:0] 	    dataRx;
   wire 	    rxStrobeJtagClk;
   wire 	    txStrobeJtagClk;
   wire 	    syncStrobeJtagClk;
   wire 	    evtToggleJtagClk;
   jtagByteIf if1(.i_dataTx(dataTx), .o_dataRx(dataRx), .o_tx(txStrobeJtagClk), .o_rx(rxStrobeJtagClk), .o_sync(syncStrobeJtagClk), .o_toggle(evtToggleJtagClk));
   wire 	    evt;
   toggleDet iTd1(.i_clk(clk), .i_toggle(evtToggleJtagClk), .o_strobe(evt));  
   wire 	    rxStrobe 		= evt & rxStrobeJtagClk;
   wire 	    txStrobe 		= evt & txStrobeJtagClk;
   wire 	    syncStrobe	= evt & syncStrobeJtagClk;
   wire [31:0] 	    busAddr;
   wire [31:0] 	    busData;
   wire 	    busWe;
   wire 	    busRe;
   reg [31:0] 	    busData_S2M;  
   wire 	    busAck_S2M;  
   busBridge3 if2
     (.i_CLK(clk),
      .i_dataRx(dataRx),
      .i_strobeRx(rxStrobe),
      .o_dataTx(dataTx),
      .i_strobeTx(txStrobe),
      .i_strobeSync(syncStrobe),
      .o_busAddr(busAddr),
      .o_busData(busData),
      .o_busWe(busWe),
      .o_busRe(busRe),
      .i_busData(busData_S2M),
      .i_busAck(busAck_S2M));
   wire [31:0] 	    MEM_outData;
   wire 	    MEM_ack;   
   testmem #(.ADDRVAL(32'hF0000000))iMem
     (.i_clk(clk), 
      .i_addr(busAddr), 
      .i_we(busWe), 
      .i_data(busData), 
      .i_re(busRe), 
      .o_data(MEM_outData), 
      .o_ack(MEM_ack));
   reg [31:0] 	    R0 = 32'd0;
   reg 		    R0_ack = 1'b0;
   always @(posedge clk) begin
      R0_ack <= 1'b0;      
      if (busAddr == 32'h12345678) begin
	 if (busWe) R0 <= busData;
	 if (busRe) R0_ack <= 1'b1;
      end
   end
   assign LED = R0[0];   
   reg [31:0] 	       R1 = 32'd0;
   reg 		       R1_ack = 1'b0;
   always @(posedge clk) begin
      R1_ack <= 1'b0;      
      if (busAddr == 32'h87654321) begin
	 if (busWe) R1 <= busData;
	 if (busRe) R1_ack <= 1'b1;
      end
   end
   reg [31:0] 	       R2a = 32'd0;
   reg [31:0] 	       R2b = 32'd0;
   reg 		       R2_ack = 1'b0;
   always @(posedge clk) begin
      R2b 	<= R2b == 0 ? R2b : R2b-32'd1;
      R2_ack 	<= R2b == 32'd1 ? 1'b1 : 1'b0;
      if (busAddr == 32'h98765432) begin
	 if (busWe) R2a <= busData;
	 if (busRe) R2b <= R2a;
      end
   end
   wire [31:0] 	ackSel = {28'd0, R2_ack, R1_ack, R0_ack, MEM_ack};   
   always @(*)
   case (ackSel)
     32'h008 : busData_S2M = R2a;
     32'h004 : busData_S2M = R1;     
     32'h002 : busData_S2M = R0;     
     32'h001 : busData_S2M = MEM_outData;
     default: busData_S2M = 32'dx;
   endcase
   assign busAck_S2M = |ackSel;   
endmodule
==> results_slide.txt <==
Synthesis and Place & Route Summary

STA
  • Setup Total Neg Slack: 0 ps
  • Final number of setup-violating endpoints: 0
  • RSZ-0062 raised after global routing: no
  • Setup Skew: ~23 ps
  • Final Hold Viols: 0
  • Pins Over Slew Limit: 0
  • Final setup margin: roughly 4500 ps
  • Relative slew margins: around a quarter
  • Slew @ Worst Pin: around 1100 ps
  • Max Freq: around 0.21 GHz
  • Fin crit period: 4710 ps
  • Final period util: 51.2%

Setup path
  • CP endpoint kind: register
  • Arrival time worst endpoint: 4980 ps
  • Slowest CP cell: dfxtp_1
  • Crit path DRT: 9470 ps
  • Crit path launch type: register
  • CP max stage delay: between 700 and 800 ps
  • Worst Path Buf+Inv: 1
  • Most frequent CP cell: nand2_1
  • CP Cell Sequence: or4b_1 > nor2_8 > nand2_1 > nand2_1 > ha_1 > o211ai_1 > o21ai_0 > o41ai_2 > buf_4 > nor4_4 > and3_2 > o31ai_2
  • CP Class: register to register
  • Top fanout value on the critical path: roughly 44
  • CP top delay family: simple AND/OR/NAND/NOR gates

Clock tree
  • CTS max path bufs: 3
  • Clk sink count: around 240
  • Skew-Pair Late Insertion Delay: 560 ps
  • CTS H-tree lvls: 1
  • # Post-CTS Setup Buffers: 0
  • CTS tree: built
  • Clock root buffer: clkbuf_16
  • CTS resizes: 0
  • CTS buffer count: 26
  • Clock transition at the registers of the reported paths: about 60 ps
  • CTS Hold Buffers Added: 0

Logic synthesis
  • Synth Flop Type: dfxtp_1
  • Synth top area cells: edfxtp_1 (24%), dfxtp_1 (23%), nand2_1 (6.0%), mux2i_1 (4.7%), o21ai_0 (3.7%)
  • Synth Seq Share: approximately 47%
  • Netlist Area Pre-Place: between 0.01 and 0.015 mm2
  • Top cells by count: nand2_1 (195), dfxtp_1 (141), edfxtp_1 (98)
  • Gate Count Post-Synth: 1306
  • Yosys cell count: 1306
  • Yosys top cell area share: roughly 24%
  • Mean Syn Cell Area: approximately 9.4 um2
  • Synth flops: between 200 and 250
  • Yosys stat chip area: about 0.012 mm2
  • Synth cell types: about 80
  • Most frequent cell after synthesis: nand2_1
  • EDFF count, synth: roughly 100
  • Largest area contributor in the netlist: edfxtp_1
  • Asr flop ratio synth: 0%
  • Yosys warning count: 1

Place
  • Placed inst area: around 0.014 mm2
  • Dpl ws: ~4400 ps
  • GPL Wtd Cong: just under 1
  • IO Port Bufs: between 100 and 150
  • Hpwl dp: roughly 23000 um

Floorplanning
  • Core area: 0.0400 mm2
  • Chip area: between 0.04 and 0.05 mm2
  • Die Ht: approximately 200 um
  • # rows: 73
  • Ports: between 100 and 150
  • Initial Utilization: 30.6%
  • Die Width: approximately 200 um

Global route
  • First-pass GRT wire length: approximately 53000 um
  • Overflow after GRT: 0
  • Largest net degree at the start of global routing: 65
  • Vias in the first global route: approximately 9400
  • Initial antenna violation count: 1
  • GRT Util Overall: between 15 and 20%

Drt
  • Drt via density: roughly 5.1
  • Detail Route Antenna Nets: 0
  • 1st-iter DRT viols: between 600 and 700
  • Via count: between 9000 and 10000
  • Total Wirelength: 33400 um
  • Pre-Repair DR Iteration Count: 5
  • DRC viols: 0
  • Routed WL per cell: 17.2 um

Power
  • Lkg Pwr: ~5.5 nW
  • Worst-case vdd ir drop: between 100 and 150 uV
  • PD cells: about 180 mW/mm2

Final layout
  • Sequential Area: roughly 0.0058 mm2
  • Final instance area: roughly 0.015 mm2
  • Logic cell area: about 0.0060 mm2
  • Share of layout cells above drive strength 1: 7.36%
  • Synthesis-to-layout area growth: 20.2%
  • Final core utilization: a little under two fifths
  • Filler cell count: 3921

Run
  • Max-cap check violation count: 0
  • OpenROAD warnings: 26

Hold path
  • Min-Delay Path Class: register to register

Status
  • Outcome: complete, no violations
## path summary, 6_finish.rpt
check	start	end	slack (ps)	cells past startpoint
setup reg to reg	state[1]$_SDFFE_PP0P_	addr[31]$_DFFE_PP_	4490	12
hold / removal	addr[0]$_DFFE_PP_	o_busAddr[0]$_DFF_P_	460	2
setup / recovery	state[1]$_SDFFE_PP0P_	addr[31]$_DFFE_PP_	4490	12
hold reg to reg	addr[0]$_DFFE_PP_	o_busAddr[0]$_DFF_P_	460	2
## worst reg2reg max path, delay by kind of cell, from the launching register on
| kind | cells | cell delay, ps |
|---|---|---|
| AOI/OAI and AO/OA | 4 | 760 |
| adders and majority gates | 1 | 240 |
| buffers and inverters | 1 | 190 |
| DFF | 1 | 790 |
| and+or+nand+nor | 6 | 2460 |
## power by group
group | switching [mW] | internal (mW)
registers | 0.0447 | 1.14
clock network | 0.425 | 0.576
logic | 0.273 | 0.242
## cell families after synthesis
group                    synth area share [%]
AND-OR/OR-AND                            15.1
XOR/XNOR                                 4.30
adder cells (fa/ha/maj)                  3.03
buffers and inverters                    4.27
flip-flops                               47.1
multiplexers                             6.88
AND/OR/NAND/NOR                          19.3
## final cells by class
class | instances | area share, %
multi-input cells | 941 | 40.5
flip-flops and latches | 239 | 39.2
repair buffers | 141 | 9.17
clock buffers | 40 | 4.99
well taps | 525 | 4.47
inverters | 44 | 1.12
clock inverters | 8 | 0.536
diodes | 1 | 0.0170
## cell usage in the layout, fill, tap and decap left out, types with 10 or more instances in the layout
cell type and n:
inv_1 42, nand4_1 23, and2_1 10, nor2_1 88, a21oi_1 60, clkbuf_1 11
a211oi_1 13, clkdlybuf4s50_1 117, edfxtp_1 98, o22ai_1 16, buf_4 23, o221ai_1 15
nand3_1 32, mux2i_1 58, nor2b_1 13, xor2_1 16, xnor2_1 44, a31oi_1 12
and3_1 24, ha_1 28, dfxtp_1 141, clkbuf_16 26, o21ai_0 90, nand2_1 194
nor4_1 10, nor3_1 43, mux2_2 22
## flip-flops by register name, summed over array words and instances (netlist names), 2 cells and up
register and flops:
addr 32, o_busAddr 32, o_busData 32, shiftOut 32, shiftIn 24, config_nWordsMinusOne 16
countNWords 16, readMarginMin 16, readMargin 16, config_addrInc 8, state 8, config_wordwidthMinusOne 2
nRemMinusOne 2
## metal layers
metal / vias up / global-route usage (%) / wire (um)
met5: - / 0 / 0
met4: 0 / 3.65 / 714
met3: 46 / 5.41 / 2940
met2: 343 / 24.6 / 14900
li1: 4918 / - / -
met1: 4619 / 24.2 / 14900
## metrics by stage
stage / hold WS (ps) / instances / power, mW
final: 464 / 1939 / 2.71
after detailed placement: 450 / 1890 / 1.73
after floorplan: 438 / 1306 / 1.57
after global routing: 505 / 1939 / 2.84
after CTS: 467 / 1938 / 2.74
after global placement: 450 / 1890 / 1.72
Power figures rest on the tool's default switching activity, not on a simulated workload.
